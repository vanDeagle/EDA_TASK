File: flow/constraint.sdc
current_design SEQ_DETECTOR_fjl

set clk_period 2.4
set clk_io_pct 0.2

create_clock -name clk0 -period $clk_period [get_ports {SYSCLK}]

set non_clock_inputs [all_inputs -no_clocks]
set_input_delay [expr $clk_period * $clk_io_pct] -clock clk0 $non_clock_inputs
set_output_delay [expr $clk_period * $clk_io_pct] -clock clk0 [all_outputs]
File: flow/run.sh
#!/bin/bash
# OpenROAD 26Q1-2900-gdf79404cd8, Yosys 0.63+post, stock flow scripts
make -C /OpenROAD-flow-scripts/flow DESIGN_CONFIG=/design/flow/config.mk WORK_HOME=/design/flow/orfs finish
File: flow/config.mk
export PLATFORM = sky130hd
export DESIGN_NAME = SEQ_DETECTOR_fjl
export DESIGN_NICKNAME = SEQ_DETECTOR_fjl
export VERILOG_FILES = /design/flow/design.v
export SDC_FILE = /design/flow/constraint.sdc
export NUM_CORES = 4
export LEC_CHECK = 1
export CORE_AREA = 10 10 94 94
export DIE_AREA = 0 0 104 104
File: flow/design.v
module SEQ_DETECTOR_fjl(
			input RST_B,
			input SYSCLK,
			input IN_VALID,
			input [1:0] MODE,
			input [3:0] DATA_IN,
			output  OUT_VALID,
			output  [3:0] DATA_OUT
			);
parameter sequence0_status0 = 4'd0;
parameter sequence0_status1 = 4'd1;
parameter sequence0_status2 = 4'd2;
parameter sequence0_status3 = 4'd3;
parameter sequence0_status4 = 4'd4;
parameter sequence1_status0 = 4'd5;
parameter sequence1_status1 = 4'd6;
parameter sequence1_status2 = 4'd7;
parameter sequence1_status3 = 4'd8;
parameter sequence1_status4 = 4'd9;
parameter sequence2_status0 = 4'd10;
parameter sequence2_status1 = 4'd11;
parameter sequence2_status2 = 4'd12;
parameter sequence2_status3 = 4'd13;
parameter sequence2_status4 = 4'd14;
parameter mode0 = 2'd0;
parameter mode1 = 2'd1;
parameter mode2 = 2'd2;
parameter mode3 = 2'd3;
parameter sequence3_status0 = 4'd15;
reg [4:0] current_status;
reg [4:0] next_status;
reg  [3:0] current_number;
reg [3:0] last_number;
always@(posedge SYSCLK or negedge RST_B)
begin
	if(!RST_B)
		last_number <= 4'b0;
	else if(IN_VALID)
		last_number <= current_number;
	else
		last_number <= 0;
end
always@(posedge SYSCLK or negedge RST_B)
begin
	if(!RST_B)
		current_number <= 4'b0;
	else if(IN_VALID)
		current_number <= DATA_IN;
	else
		current_number <= 0;
end
always@(posedge SYSCLK or negedge RST_B)
begin
	if(!RST_B)
		current_status <= sequence0_status0;
	else
		current_status <= next_status;
end
always@(posedge SYSCLK or negedge RST_B)
begin
	if(!RST_B)
		next_status <= sequence0_status0;
	else
		case(MODE)
			mode0:
			begin
				case(current_status)
					sequence0_status0: next_status = sequence0_status1;
					sequence0_status1: next_status = (current_number == last_number+1)? sequence0_status2:sequence0_status1;
					sequence0_status2: next_status = (current_number == last_number+1)? sequence0_status3:sequence0_status2;
					sequence0_status3: next_status = sequence0_status1;
					default:next_status <= sequence0_status1;
				endcase
			end
			mode1:
			begin
				case(next_status)
					sequence1_status0: next_status = sequence1_status1;
					sequence1_status1: next_status = (current_number == last_number-1)? sequence1_status2:sequence1_status1;
					sequence1_status2: next_status = (current_number == last_number-1)? sequence1_status3:sequence1_status2;
					sequence1_status3: next_status = sequence1_status1;
					default:next_status <= sequence1_status1;
				endcase
			end
			mode2:
			begin
				case(current_status)
					sequence2_status0: next_status = sequence2_status1;
					sequence2_status1: next_status = (current_number == last_number)? sequence2_status2:sequence2_status1;
					sequence2_status2: next_status = (current_number == last_number)? sequence2_status3:sequence2_status2;
					sequence2_status3: next_status = sequence2_status1;
					default:next_status <= sequence2_status1;
				endcase
			end
			mode3:
			begin
				next_status <= sequence0_status0;
			end
			default:
			begin
				next_status <= sequence0_status0;
			end
		endcase
end
assign OUT_VALID = ((next_status == sequence1_status3)&&(DATA_IN == last_number-1))
					||((next_status == sequence2_status3)&&(DATA_IN == last_number))
					||((next_status == sequence0_status3)&&(DATA_IN == last_number+1));
assign DATA_OUT = OUT_VALID? DATA_IN : 4'b0;
endmodule
==> Slide: Implementation Results <==
Synthesis and Place & Route Summary

Outcome
  • Status: finished, violations left
  • Failing checks: setup timing

Placed design
  • Post-DP HPWL: 1.98 mm
  • Post-DP Area: 1410 um2
  • Port buffer count: 13
  • Placed Instances: 231
  • Gpl congestion: 0.852

Critical path
  • Reg2Reg Depth: 8
  • Crit path capture type: output port
  • Most used cell, CP: buf_6
  • R2R Setup Slk: 0.29 ns
  • Setup CP Type: flop to output port
  • Worst EP required: 1.92 ns
  • Worst-path cell chain: buf_6 -> ha_4 -> xor2_1 -> o211ai_1 -> nand3_1 -> a211o_1 -> buf_6 -> a21boi_1 -> buf_2
  • Cell family with the largest share of critical-path delay: AND-OR/OR-AND gates
  • Reg2Reg Capture Point: next_status[2]$_DFF_PN0_
  • Critical path launch point: last_number[1]$_DFF_PN0_
  • Crit-path slowest cell: dfrtp_1
  • Reg-to-Reg Start: last_number[1]$_DFF_PN0_
  • Startpoint types: flop
  • Worst path bufs/invs: 3
  • Worst path max stage delay: 0.42 ns
  • Crit-path max FO: 3
  • CP Data Arrival Time: 2.06 ns

Drt
  • # DRC: 0
  • Vias: 884
  • First-pass iteration count of the detailed router: 4
  • Post-Route WL: 2.39 mm
  • Avg WL per Cell: 9.95 um
  • Routed Antenna Nets: 0
  • Antenna cells: 0
  • Post-DR vias/cell: 3.68
  • Iteration-0 DRC Markers: 59

Power
  • Leak: 0.000650 uW
  • Cell Pwr Density: 435 nW/um2
  • VDD IR max: 0.000213 V
  • Total power: 668 uW

GRT
  • Initial antenna violation count: 0
  • Vias in the first global route: 897
  • First-pass GRT wire length: 4.22 mm
  • Total gr overflow: 0
  • Largest net degree at the start of global routing: 17
  • Overall Global Routing Usage: 0.0448

Logic synthesis
  • Synth Area in Simple Gates: 0.282
  • Syn_area_per_cell: 9.72 um2
  • Synth Area in XOR/XNOR: 0.170
  • Mapped cell area: 1020 um2
  • Chip Area, Yosys: 1020 um2
  • Cell Type Count: 31
  • Complex Gates by Area: 0.115
  • Top non-seq family: simple AND/OR/NAND/NOR gates
  • Synth Seq Share: 0.392
  • Mux frac, synth: 0
  • FA/HA/MAJ Cells, Area Fraction: 0.0245
  • Yosys warning tally: 1
  • Synthesized instance count: 105
  • Number of cells in Yosys stat: 105
  • Seq cells post-synth: 16

STA
  • # setup viols final: 5
  • RSZ-0062 raised after global routing: yes
  • Relative slew margins: 0.550
  • Worst Max-Slew Pin Slew: 0.673 ns
  • Setup ws final: -0.137 ns
  • Fmax: 394 MHz
  • Final period util: 1.06
  • Fin crit period: 2.54 ns
  • Endpoints failing hold: 0
  • Layout Skew: 0.00180 ns
  • Max Slew Vio Count: 0

Floorplan
  • Core Footprint: 6830 um2
  • Die Ht: 104 um
  • Rows: 30
  • Core Util at FP: 0.149
  • Die ar.: 10,800 um2
  • IO Pins: 14
  • Die width: 104 um

Clocking
  • Clk slew on worst S/H paths: 0.06 ns
  • H-tree depth: 1
  • Clk sink count: 16
  • Clk latency late pin: 0.24 ns
  • Hold_buf cts: 0
  • CTS Buf Count: 3
  • Worst-case clock buffer depth: 2
  • CTS tree: yes
  • Clk root buf: clkbuf_8

Run
  • Tool warnings: 28
  • MaxCap Viol Count: 0

Cells and area
  • Layout fillers: 763
  • Layout cells sized above 1: 0.313
  • Area grow syn2layout: 50.4%
  • Final cell count without fillers: 240
  • Most numerous logic cells after layout: 20 x buf_4, 16 x dfrtp_1, 10 x xor2_1
  • Final Core Density: 0.225
  • Final instance area: 1540 um2
  • Most frequently placed logic cell in the final layout: buf_4

Hold path
  • HP Start: next_status[1]$_DFF_PN0_
  • Hold crit path type: flop to flop
  • Worst Hold Endpoint: current_status[1]$_DFF_PN0_
  • Hold path cells: 0
[cell usage after synthesis, drive strengths merged]
cell type,number,area share
a211o,1,0.0086
a21boi,4,0.029
a41o,1,0.0098
and2,8,0.049
and3,1,0.0061
buf,1,0.0049
clkbuf,1,0.0037
dfrtp,16,0.39
ha,2,0.025
inv,2,0.0074
nand2,6,0.022
nand2b,5,0.031
nand3,5,0.025
nand3b,4,0.029
nand4,2,0.012
nand4b,2,0.017
nand4bb,1,0.011
nor2,2,0.0074
nor2b,3,0.018
nor3,5,0.025
nor3b,1,0.0074
nor4,2,0.012
o2111ai,1,0.0086
o211a,1,0.0098
o211ai,3,0.022
o21ai,4,0.020
o31ai,1,0.0074
or4b,1,0.0098
xnor2,8,0.069
xor2,11,0.10
[flip-flops by register name, summed over array words and instances (netlist names)]
signal and flops:
current_number 4, next_status 4, last_number 4, current_status 4
[per-layer routing]
metal | share of wire | GRT usage | up-vias
met5 | 0 | 0 | -
met4 | 0.023 | 0.00994 | 0
met3 | 0.020 | 0.00376 | 2
met2 | 0.53 | 0.0775 | 8
met1 | 0.43 | 0.0592 | 424
li1 | - | - | 450
[how the worst max path moves through the flow]
stage	end	slack (ns)	depth (start not counted)
6_report	DATA_OUT[3]	-0.14	9
5_1_grt	DATA_OUT[1]	-0.27	9
4_1_cts	DATA_OUT[1]	-0.16	9
[cell families (layout without fill, tap and decap cells)]
group	count (synthesis)	in the layout
simple gates	48	48
buf+inv	4	43
compound gates	16	16
fa+ha+maj	2	2
xor+xnor	19	19
flops	16	16
[report_power, final]
| group | switching, uW | leakage [uW] | internal (uW) |
|---|---|---|---|
| sequential | 16.4 | 0.000205 | 286 |
| combinational | 62.9 | 0.000417 | 77.3 |
| clock | 79.9 | 0.0000288 | 145 |
| total | 159 | 0.000650 | 508 |
[stage by stage]
stage	hold slack [ns]	worst slack, ns	setup TNS, ns
3_3_place_gp	0.365	-0.533	-2.56
6_report	0.382	-0.137	-0.556
5_1_grt	0.405	-0.270	-1.24
3_5_place_dp	0.369	-0.566	-2.68
2_1_floorplan	0.184	0.290	0
4_1_cts	0.383	-0.158	-0.647
[worst reg2reg max path: stages, from the launching register on]
cell and delay, ns:
dfrtp_1 0.41, inv_2 0.06, ha_4 0.27, buf_4 0.10, xor2_1 0.19, o211ai_1 0.12, nor3_1 0.43, a41o_1 0.27
o21ai_0 0.12
[layout make-up]
cell class	count	area, um2	area share
inverters	2	7.51	0.00489
well taps	96	120	0.0782
repair buffers	37	297	0.193
clock buffers	4	55.1	0.0359
flip-flops and latches	16	400	0.261
multi-input cells	85	656	0.427
[what timing repair did]
| item | CTS | global route |
|---|---|---|
| pin swaps | 12 | 6 |
| resized | 29 | 4 |
| gates cloned | 0 | 0 |
| buffers inserted | 4 | 1 |
| setup endpoints to repair | 5 | 5 |
No activity file was given, so power comes from the tool's default toggle rates.
