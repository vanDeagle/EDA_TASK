--- constraint.sdc ---
current_design eda_task_FIFO

set clk_period 2.6
set clk_io_pct 0.2

create_clock -name clk0 -period $clk_period [get_ports {SYSCLK}]

set non_clock_inputs [all_inputs -no_clocks]
set_input_delay [expr $clk_period * $clk_io_pct] -clock clk0 $non_clock_inputs
set_output_delay [expr $clk_period * $clk_io_pct] -clock clk0 [all_outputs]
--- config.mk ---
export PLATFORM = sky130hd
export DESIGN_NAME = eda_task_FIFO
export DESIGN_NICKNAME = eda_task_FIFO
export VERILOG_FILES = /design/flow/design.v
export SDC_FILE = /design/flow/constraint.sdc
export NUM_CORES = 4
export LEC_CHECK = 1
export CORE_UTILIZATION = 30
--- design.v ---
module eda_task_FIFO(
                    input SYSCLK,
                    input RST_B,
                    input WR_EN,
                    input RD_EN,
                    input [7:0] FIFO_IN,
                    output reg [7:0] FIFO_OUT,
                    output  EMPTY,
                    output  FULL
);
reg [7:0] stack [3:0];
reg [1:0] cnt;
always@(posedge SYSCLK or negedge RST_B)
begin
    if(~RST_B)
    begin
        stack[0] <= 8'd0;
        stack[1] <= 8'd0;
        stack[2] <= 8'd0;
        stack[3] <= 8'd0; 
        FIFO_OUT <= 8'd0; 
        cnt <= 2'd0;   
    end
    else
        if(WR_EN && ~FULL)
        begin
            stack[0] <= FIFO_IN;
            stack[1] <= stack[0];
            stack[2] <= stack[1];
            stack[3] <= stack[2];  
            FIFO_OUT <= 8'd0;
            cnt <= cnt+1;
        end
        else if(RD_EN && ~EMPTY)
        begin
            FIFO_OUT <= stack[3];
            stack[3] <= stack[2];
            stack[2] <= stack[1];
            stack[1] <= stack[0];
            stack[0] <= 8'd0;
            cnt <= cnt-1;
        end
        else
        begin
            FIFO_OUT <= 8'd0;
        end
end
assign EMPTY = (cnt == 2'd0);
assign FULL = (cnt == 2'd3);
endmodule
--- run.sh ---
#!/bin/bash
# OpenROAD 26Q1-2900-gdf79404cd8, Yosys 0.63+post, stock flow scripts
make -C /OpenROAD-flow-scripts/flow DESIGN_CONFIG=/design/flow/config.mk WORK_HOME=/design/flow/orfs finish
==> impl_metrics.toml <==
# yosys + openroad results
[setup_path]
critPathKind = "reg -> out"
crit_required_ns = 2.08
worst_path_dominant_cell_family = "flip-flops"
crit_path_top_delay_cell = "dfrtp_1"
cp_max_fo = 17
timing.critical_path.buf_inv = 1
worstPathArrival_ns = 1.70
cp_cell_sequence = "and2_1 > clkdlybuf4s50_1"
cp-end-kind = "primary output"
worstSetupStartpointType = "flop"
max_stage_delay_ns = 0.67

[synthesis]
top_cell_area_share_pct = 43.37
ys.flops = 42
yosysTopAreaCell = "dfrtp_1"
synth_warnings = 2
synth_cell_type_count = 26
ys_cells = 251
syn_area_um2 = 2424
synth-main-ff-cell = "dfrtp_1"
synthMostInstantiatedCell = "dfrtp_1"
yosys_area_um2 = 2424
syn-mean-instance-area_um2 = 9.656
top_cells_by_area = "dfrtp_1 (43%), o221ai_1 (12%), o22ai_1 (6.2%), a21oi_1 (5.4%), a221o_1 (5.4%)"
edf_count = 0
syn_inst = 251
yosys-top-cells-count = "dfrtp_1 (42), o221ai_1 (32), a21oi_1 (26), inv_1 (26), o22ai_1 (24)"
async_reset_ff_share_pct = 100.0
ys_seq_share_pct = 43.37

[final_timing]
slew_headroom_pct = 58.09
rsz0062_at_grt = "no"
report.final.hold_viol_count = 0
setup_viol = 0
worstMarginPinSlew_ns = 0.6264
skew_ns = 0.005914
period_used_pct = 85.20
slew_viol_final = 0
fmax_mhz = 451.4
fin_crit_ns = 2.215
setup_tns_ns = 0
hold_slack_ns = 0.1202

[route]
drt_wl_total_mm = 5.875
wl_per_cell_um = 16.27
n_antenna_cell = 0
routed_via_density = 5.706
vias = 2060
drt_iter0_drc = 192
post-route-drc-count = 0
ant_nets = 0
dr.pass1.iters = 4

[power]
netSwitchingPower_mw = 1.227
swShare_pct = 41.32
pwr-share-comb_pct = 44.4
fin_total_pwr_mw = 2.970
p_int_mw = 1.743
power.density_nw_per_um2 = 1078
p_clk_share_pct = 13.5
p_leak_nw = 1.059
irDropWorstVdd_v = 0.0003435
power_frac_seq_pct = 42.0

[place]
dpl_cell_area_um2 = 2678
gp_congestion = 0.7597
portBuffers = 21
dp_hpwl_mm = 3.450

[floorplanning]
ios = 22
die_x_um = 91.88
fp-utilization_pct = 31.20
fp.coreArea_um2 = 7767
rows = 32
die-area_um2 = 8442
dieHeight_um = 91.88

[clock_network]
clkSlewWorstSetupHoldPaths_ns = 0.08
cts-resized-gates = 0
clockRootBuffer = "clkbuf_8"
cts_buffers = 5
clock_latency_ns = 0.29
ctsHoldBuffers = 0
cts_tree = "done"
clockBufferDepth = 2
htree_levels = 2
numClockSinks = 42
postCtsSetupBuffers = 0

[global_routing]
grt_pass1_wl_mm = 10.16
grt_antenna_before_repair = 0
grt_max_degree = 44
track_usage_pct = 14.85
gr-total-overflow = 0
grt_pass1_vias = 1981

[finish]
utilization_pct = 35.45
area_delta_synth_final_pct = 13.63
layout-drive-gt1-share_pct = 7.722
final_area_um2 = 2754

[min_path]
hold_class = "in -> async"

[run]
tool_warnings = 25
cap_violations = 0

[outcome]
status = "finished clean"
==> cells in the final DEF, fill, tap and decap left out <==
master	instances
a21oi_2	1
a21oi_1	26
o211ai_1	1
o22ai_1	24
nor2b_1	1
or2_2	1
and2_1	1
nor3_1	11
clkbuf_1	2
mux2i_4	1
xor2_1	1
nand3b_1	8
buf_2	2
nand2_1	1
a221o_1	13
inv_1	26
nor3b_1	8
clkdlybuf4s50_1	19
o21ai_2	1
buf_12	1
a22oi_1	8
a211o_1	11
buf_4	8
dfrtp_1	42
nor2_1	2
o221ai_1	32
nand2b_1	2
clkbuf_8	5
==> routing by layer <==
layer	part of all wire (%)	global-route usage, %
met4	1.1	1.823
met1	49	24.47
met3	5.1	2.532
met2	45	21.33
met5	0	0
==> per-stage QoR <==
stage                     std cells  setup slack (ns)
after floorplan                 251             1.104
after CTS                       361            0.3521
after global placement          354            0.5754
final                           361            0.3849
after global routing            361            0.2993
after detailed placement        354            0.5680
==> power groups by stage <==
stage | registers [mW] | logic [mW] | clock network (mW)
6_report | 1.25 | 1.32 | 0.402
4_1_cts | 1.24 | 1.32 | 0.415
5_1_grt | 1.30 | 1.48 | 0.448
==> state kept, by name (all words and copies together), names as in the netlist <==
| register | count |
|---|---|
| stack | 32 |
| FIFO_OUT | 8 |
| cnt | 2 |
==> worst paths after layout <==
path | start | slack, ns | end | depth (start not counted)
min in group clk0 | stack[3][7] | 0.59 | FIFO_OUT[7] | 1
hold reg to reg | stack[3][7] | 0.59 | FIFO_OUT[7] | 1
setup reg to reg | cnt[0] | 0.73 | stack[0][1] | 4
setup / recovery | cnt[0] | 0.38 | FULL | 2
hold / removal | RST_B | 0.12 | FIFO_OUT[4] | 1
max in group asynchronous | RST_B | 1.78 | stack[3][1] | 2
==> area by class of cell <==
cell class	count	area, um2
fill	808	5014
multi-input combinational	154	1121
clock buffer	7	76.32
sequential	42	1051
timing repair buffer	30	280.3
tap	102	127.6
inverter	26	97.59
==> kinds of logic (layout without fill, tap and decap cells) <==
logic type	count (synthesis)	after routing	share of synthesized area, %
AOI/OAI and AO/OA	117	117	35.98
DFF	42	42	43.37
and+or+nand+nor	35	35	8.983
xor gates and xnor gates	1	1	0.3614
muxes	1	1	0.9292
buffers and inverters	55	63	10.38
Power is estimated from default activity; no workload was simulated.
