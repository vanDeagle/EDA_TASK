[flow/design.v]
module FIFO_fjl(
                    input SYSCLK,
                    input RST_B,
                    input WR_EN,
                    input RD_EN,
                    input [7:0] FIFO_IN,
                    output reg [7:0] FIFO_OUT,
                    output  EMPTY,
                    output  FULL
);
reg [7:0] stack [3:0];
reg [1:0] cnt;
always@(posedge SYSCLK or negedge RST_B)
begin
    if(~RST_B)
    begin
        stack[0] <= 8'd0;
        stack[1] <= 8'd0;
        stack[2] <= 8'd0;
        stack[3] <= 8'd0; 
        FIFO_OUT <= 8'd0; 
        cnt <= 2'd0;   
    end
    else
        if(WR_EN && ~FULL)
        begin
            stack[0] <= FIFO_IN;
            stack[1] <= stack[0];
            stack[2] <= stack[1];
            stack[3] <= stack[2];  
            FIFO_OUT <= 8'd0;
            cnt <= cnt+1;
        end
        else if(RD_EN && ~EMPTY)
        begin
            FIFO_OUT <= stack[3];
            stack[3] <= stack[2];
            stack[2] <= stack[1];
            stack[1] <= stack[0];
            stack[0] <= 8'd0;
            cnt <= cnt-1;
        end
        else
        begin
            FIFO_OUT <= 8'd0;
        end
end
assign EMPTY = (cnt == 2'd0);
assign FULL = (cnt == 2'd3);
endmodule
[flow/run.sh]
#!/bin/bash
# OpenROAD 26Q1-2900-gdf79404cd8, Yosys 0.63+post, stock flow scripts
make -C /OpenROAD-flow-scripts/flow DESIGN_CONFIG=/design/flow/config.mk WORK_HOME=/design/flow/orfs finish
[flow/config.mk]
export PLATFORM = sky130hd
export DESIGN_NAME = FIFO_fjl
export DESIGN_NICKNAME = FIFO_fjl
export VERILOG_FILES = /design/flow/design.v
export SDC_FILE = /design/flow/constraint.sdc
export NUM_CORES = 4
export LEC_CHECK = 1
export CORE_AREA = 10 10 106 106
export DIE_AREA = 0 0 116 116
[flow/constraint.sdc]
current_design FIFO_fjl

set clk_period 2.6
set clk_io_pct 0.2

create_clock -name clk0 -period $clk_period [get_ports {SYSCLK}]

set non_clock_inputs [all_inputs -no_clocks]
set_input_delay [expr $clk_period * $clk_io_pct] -clock clk0 $non_clock_inputs
set_output_delay [expr $clk_period * $clk_io_pct] -clock clk0 [all_outputs]
==> run_results.csv <==
group,metric,value,unit
run_status,status,"finished clean",
floorplan,fp-utilization,0.2739,
route,drt_iter0_markers,207,
grt,grt_usage,0.09340,
layout,regArea,0.001051,mm²
synthesis,synth_area,0.002424,mm²
synthesis,largest_area_cell,"dfrtp_1",
placed_design,portBuffers,21,
critical_path,start_kind,"register",
synthesis,ys_area,0.002424,mm²
placed_design,place_worst_setup_slack,0.5252,ns
synthesis,ys.warnings.count,2,
synthesis,synth_cell_types,26,
clock_network,tritoncts,"done",
final_timing,setup_violations,0,
layout,layout_top_cells,"42 x dfrtp_1, 32 x o221ai_1, 26 x inv_1, 26 x a21oi_1, 24 x o22ai_1",
floorplan,std_cell_rows,34,
synthesis,ys_cells,251,
final_timing,holdWs,0.2092,ns
pwr,p_int,1.856,mW
final_timing,drv_slew,0,
pwr,vdd_drop_max,661.9,µV
pwr,power_density,1119,mW/mm²
clock_network,cts_max_level,2,
pwr,power,3.117,mW
final_timing,fmaxAchievable,455.2,MHz
grt,grt_max_degree,59,
grt,grt_first_pass_wirelength,10400,µm
grt,gr-total-overflow,0,
final_timing,setup_tns,0,ns
final_timing,slew_headroom,0.6122,
pwr,pwr-share-comb,0.424,
route,drtAntennaViolNets,0,
clock_network,holdBufCountCts,0,
pwr,p_clk_frac,0.173,
route,vias,2100,
synthesis,top_area_frac,0.4337,
synthesis,numSynthFlops,42,
critical_path,path_class,"register to output pin",
layout,nFillCells,916,
final_timing,worst_pin_slew,0.5818,ns
clock_network,clk_pin_slew,0.09,ns
synthesis,ys_top_cells_by_area,"dfrtp_1 43%, o221ai_1 12%, o22ai_1 6.2%, a21oi_1 5.4%, a221o_1 5.4%",
flow_run,max_cap_violations,0,
synthesis,synth_seq_share,0.4337,
pwr,pwr-share-seq,0.403,
critical_path,critPathMaxFanout,16,
floorplan,core-area,0.008848,mm²
pwr,power_switching,1.261,mW
placed_design,dp_hpwl,3672,µm
layout,post_route_cells_drive_above_1_share,0.08494,
layout,final-comb-area,0.001121,mm²
clock_network,root_buffer,"clkbuf_8",
clock_network,cts_setup_buffers,0,
critical_path,cp.arrival,1.68,ns
critical_path,worstSetupEndpointType,"output pin",
hold_path,holdCritPathClass,"input pin to asynchronous set/reset pin",
route,routed_via_density,5.722,
route,diodes,0,
final_timing,fin_skew,0.01227,ns
clock_network,cts_buffers,5,
clock_network,cts_resized,0,
floorplan,die_area,0.01346,mm²
pwr,p_leak,1.074,nW
synthesis,synth.avg_cell_area,9.656,µm²
layout,area_delta_synth_final,14.92,%
route,first_pass_iters,6,
route,wl_per_cell,17.11,µm
pwr,swShare,0.4045,
final_timing,finalWorstSetupSlack,0.4031,ns
grt,first_global_vias,1972,
final_timing,hold_viol,0,
final_timing,period_needed,2.197,ns
synthesis,postSynthCellCount,251,
route,wl,6279,µm
layout,utilization,0.3148,
final_timing,fin_crit_sh,0.8449,
flow_run,warnings,25,
grt,grt_antenna_before_repair,0,
floorplan,io_pins,22,
placed_design,gp_congestion,0.7767,
clock_network,clk_path_buf_depth,2,
clock_network,clock-sinks,42,
layout,lay_top_count,"dfrtp_1",
route,drcViolationCount,0,
final_timing,rsz0062_at_grt,"no",
clock_network,clk_latency,0.30,ns
floorplan,die_y,116,µm
critical_path,critPathRequiredTime,2.08,ns
floorplan,die_x,116,µm
==> path summary, 6_finish.rpt <==
kind | startpoint | end | slack (ns) | depth (start not counted)
worst min-delay path | RST_B | cnt[0] | 0.21 | 1
worst min register to register | stack[3][2] | FIFO_OUT[2] | 0.59 | 1
min in group clk0 | stack[3][2] | FIFO_OUT[2] | 0.59 | 1
max in group asynchronous | RST_B | stack[1][6] | 1.78 | 2
worst max register to register | cnt[0] | stack[1][3] | 0.72 | 5
worst max-delay path | cnt[0] | FULL | 0.40 | 2
==> synth_stat cells, drive strengths merged <==
cell type,instances
dfrtp,42
o221ai,32
a21oi,27
inv,26
o22ai,24
buf,20
a221o,13
a211o,11
nor3,11
clkbuf,9
a22oi,8
nand3b,8
nor3b,8
nand2b,2
nor2,2
and2,1
mux2i,1
nand2,1
nor2b,1
o211ai,1
o21ai,1
or2,1
xor2,1
==> area by class of cell <==
| class | count | area share |
|---|---|---|
| Timing Repair Buffer | 30 | 0.09614 |
| Clock buffer | 6 | 0.02965 |
| Sequential cell | 42 | 0.3774 |
| Clock inverter | 1 | 0.01078 |
| Multi-Input combinational cell | 154 | 0.4025 |
| Inverter | 26 | 0.03504 |
| Tap cell | 108 | 0.04852 |
==> per-stage QoR <==
stage | instances | cell area (µm²)
4_1_cts | 367 | 2785
3_3_place_gp | 360 | 2673
5_1_grt | 367 | 2785
3_5_place_dp | 360 | 2673
2_1_floorplan | 251 | 2424
6_report | 367 | 2785
==> worst max-delay path, cell delays in order, from the launching register on <==
cell,delay [ns]
dfrtp_1,0.65
and2_1,0.24
clkdlybuf4s50_1,0.48
==> flip-flops by register name, summed over array words and instances (netlist names) <==
register / flops
FIFO_OUT: 8
cnt: 2
stack: 32
==> logic make-up after synthesis <==
kind of cell    count (synthesis)  share of synthesized area
xor+xnor                        1                   0.003614
buf+inv                        55                     0.1038
flops                          42                     0.4337
compound gates                117                     0.3598
simple gates                   35                    0.08983
mux                             1                   0.009292
==> power by group through the flow <==
| stage | sequential [mW] | combinational (mW) | clock, mW |
|---|---|---|---|
| 4_1_cts | 1.25 | 1.32 | 0.548 |
| 5_1_grt | 1.31 | 1.48 | 0.576 |
| 6_report | 1.26 | 1.32 | 0.541 |
==> routing by layer <==
metal / track usage / part of all wire / wire [µm] / vias to the layer above
met3: 0.02198 / 0.052 / 326 / 2
met1: 0.1418 / 0.51 / 3230 / 1041
met4: 0.01168 / 0.0054 / 34 / 0
met2: 0.1365 / 0.43 / 2689 / 52
met5: 0 / 0 / 0 / -
li1: - / - / - / 1005
Power figures rest on the tool's default switching activity, not on a simulated workload.
